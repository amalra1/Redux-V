### design/flow/config.mk
export PLATFORM = sky130hd
export DESIGN_NAME = redux
export DESIGN_NICKNAME = redux
export VERILOG_FILES = /design/flow/design.v
export SDC_FILE = /design/flow/constraint.sdc
export NUM_CORES = 4
export LEC_CHECK = 1
export CORE_UTILIZATION = 50
export SYNTH_MEMORY_MAX_BITS = 65536
### design/flow/constraint.sdc
current_design redux

set clk_period 70.2
set clk_io_pct 0.2

create_clock -name clk0 -period $clk_period [get_ports {clk}]

set non_clock_inputs [all_inputs -no_clocks]
set_input_delay [expr $clk_period * $clk_io_pct] -clock clk0 $non_clock_inputs
set_output_delay [expr $clk_period * $clk_io_pct] -clock clk0 [all_outputs]
### design/flow/design.v
module control_memory (
    input wire[3:0] opcode,
    output reg[3:0] sel_ula,
    output reg b_mx, j_mx, r_mx, se_mx, d_mx, we, re, u_imm
);
always @* begin
    case (opcode)
        4'b0000: begin b_mx = 1;           r_mx = 0;                                         we = 0; re = 0;            end
        4'b0001: begin b_mx = 0; j_mx = 1;                                                   we = 0; re = 0; u_imm = 1; end
        4'b0010: begin b_mx = 0; j_mx = 0; r_mx = 0;            d_mx = 0;                    we = 0; re = 1;            end
        4'b0011: begin b_mx = 0; j_mx = 0; r_mx = 0;                                         we = 1; re = 0;            end
        4'b0100: begin b_mx = 0; j_mx = 0; r_mx = 1; se_mx = 1; d_mx = 1; sel_ula = 4'b0100; we = 0; re = 1; u_imm = 0; end
        4'b0101: begin b_mx = 0; j_mx = 0; r_mx = 1; se_mx = 1; d_mx = 1; sel_ula = 4'b0101; we = 0; re = 1; u_imm = 1; end
        4'b0110: begin b_mx = 0; j_mx = 0; r_mx = 0; se_mx = 0; d_mx = 1; sel_ula = 4'b1000; we = 0; re = 1;            end
        4'b0111: begin b_mx = 0; j_mx = 0; r_mx = 0; se_mx = 0; d_mx = 1; sel_ula = 4'b1001; we = 0; re = 1;            end
        4'b1000: begin b_mx = 0; j_mx = 0; r_mx = 0; se_mx = 0; d_mx = 1; sel_ula = 4'b0000; we = 0; re = 1;            end
        4'b1001: begin b_mx = 0; j_mx = 0; r_mx = 0; se_mx = 0; d_mx = 1; sel_ula = 4'b0001; we = 0; re = 1;            end
        4'b1010: begin b_mx = 0; j_mx = 0; r_mx = 0; se_mx = 0; d_mx = 1; sel_ula = 4'b0010; we = 0; re = 1;            end
        4'b1011: begin b_mx = 0; j_mx = 0; r_mx = 0; se_mx = 0; d_mx = 1; sel_ula = 4'b0011; we = 0; re = 1;            end
        4'b1100: begin b_mx = 0; j_mx = 0; r_mx = 0; se_mx = 0; d_mx = 1; sel_ula = 4'b0100; we = 0; re = 1;            end
        4'b1101: begin b_mx = 0; j_mx = 0; r_mx = 0; se_mx = 0; d_mx = 1; sel_ula = 4'b0101; we = 0; re = 1;            end
        4'b1110: begin b_mx = 0; j_mx = 0; r_mx = 0; se_mx = 0; d_mx = 1; sel_ula = 4'b0110; we = 0; re = 1;            end
        4'b1111: begin b_mx = 0; j_mx = 0; r_mx = 0; se_mx = 0; d_mx = 1; sel_ula = 4'b0111; we = 0; re = 1;            end
    endcase
end
endmodule
module data_memory(
    input wire clk, reset, write_enable, 
    input wire[7:0] address, data_in,
    output wire[7:0] data_out
);
    reg[7:0] memory[0:255];
    always @(posedge clk)
    begin
        if (reset)
        begin
            for (integer i = 0; i <= 255; i = i + 1)
                memory[i] <= 0;
        end
        else if (write_enable == 1) 
        begin
            memory[address] <= data_in;
        end
    end
    assign data_out = memory[address];
endmodule
module instruction_memory #(
    parameter ALG = 1
) (
    input wire[7:0] address,
    output wire[7:0] instruction
);
    reg[7:0] memory[0:255];
    initial 
    begin
        if (ALG == 1) begin
            memory[0] <= 8'b10110000;
            memory[1] <= 8'b10110101;
            memory[2] <= 8'b10111010;
            memory[3] <= 8'b10111111;
            memory[4] <= 8'b01000011;
            memory[5] <= 8'b11000100;
            memory[6] <= 8'b10110000;
            memory[7] <= 8'b00110100;
            memory[8] <= 8'b01000111;
            memory[9] <= 8'b01000011;
            memory[10] <= 8'b11001100;
            memory[11] <= 8'b11001000;
            memory[12] <= 8'b01001000;
            memory[13] <= 8'b11101000;
            memory[14] <= 8'b11001000;
            memory[15] <= 8'b01001111;
            memory[16] <= 8'b00111000;
            memory[17] <= 8'b10110000;
            memory[18] <= 8'b10111010;
            memory[19] <= 8'b11011001;
            memory[20] <= 8'b01000101;
            memory[21] <= 8'b11100001;
            memory[22] <= 8'b00010010;
            memory[23] <= 8'b00011100;
            memory[24] <= 8'b01000000;
            memory[25] <= 8'b00001000;
            memory[26] <= 8'b11001001;
            memory[27] <= 8'b10110000;
            memory[28] <= 8'b11001110;
            memory[29] <= 8'b01000001;
            memory[30] <= 8'b00010010;
            memory[31] <= 8'b00011000;
            memory[32] <= 8'b00100100;
            memory[33] <= 8'b11000110;
            memory[34] <= 8'b00110111;
            memory[35] <= 8'b11011110;
            memory[36] <= 8'b11001000;
            memory[37] <= 8'b10110000;
            memory[38] <= 8'b00100100;
            memory[39] <= 8'b00011000;
        end else if (ALG == 2) begin
            memory[0] <= 8'b10110000;
            memory[1] <= 8'b10110101;
            memory[2] <= 8'b10111010;
            memory[3] <= 8'b10111111;
            memory[4] <= 8'b01000101;
            memory[5] <= 8'b00110001;
            memory[6] <= 8'b01010001;
            memory[7] <= 8'b11001000;
            memory[8] <= 8'b01010110;
            memory[9] <= 8'b11100010;
            memory[10] <= 8'b11000100;
            memory[11] <= 8'b10110000;
            memory[12] <= 8'b01000111;
            memory[13] <= 8'b11000100;
            memory[14] <= 8'b01010110;
            memory[15] <= 8'b00110100;
            memory[16] <= 8'b01000010;
            memory[17] <= 8'b11001100;
            memory[18] <= 8'b01010001;
            memory[19] <= 8'b00111100;
            memory[20] <= 8'b10111010;
            memory[21] <= 8'b10110000;
            memory[22] <= 8'b00100100;
            memory[23] <= 8'b01000100;
            memory[24] <= 8'b00010010;
            memory[25] <= 8'b00011100;
            memory[26] <= 8'b11100000;
            memory[27] <= 8'b01000010;
            memory[28] <= 8'b11010110;
            memory[29] <= 8'b00000100;
            memory[30] <= 8'b10110000;
            memory[31] <= 8'b01000001;
            memory[32] <= 8'b00010010;
            memory[33] <= 8'b00011000;
            memory[34] <= 8'b11001000;
            memory[35] <= 8'b00100100;
            memory[36] <= 8'b01110110;
            memory[37] <= 8'b10111111;
            memory[38] <= 8'b11001100;
            memory[39] <= 8'b01000011;
            memory[40] <= 8'b00010010;
            memory[41] <= 8'b00011000;
            memory[42] <= 8'b11100000;
            memory[43] <= 8'b11100011;
            memory[44] <= 8'b10010001;
            memory[45] <= 8'b10111111;
            memory[46] <= 8'b11001100;
            memory[47] <= 8'b10110000;
            memory[48] <= 8'b00010010;
            memory[49] <= 8'b00011000;
            memory[50] <= 8'b01000100;
            memory[51] <= 8'b11100000;
            memory[52] <= 8'b01011001;
            memory[53] <= 8'b00001100;
            memory[54] <= 8'b01100110;
            memory[55] <= 8'b10110000;
            memory[56] <= 8'b00010010;
            memory[57] <= 8'b00011000;
            memory[58] <= 8'b01000010;
            memory[59] <= 8'b00101100;
            memory[60] <= 8'b01010001;
            memory[61] <= 8'b00110100;
            memory[62] <= 8'b11001110;
            memory[63] <= 8'b11011100;
            memory[64] <= 8'b00110111;
            memory[65] <= 8'b00011000;
        end else begin
            memory[0] <= 8'b01000111;
            memory[1] <= 8'b00111000;
            memory[2] <= 8'b01011111;
            memory[3] <= 8'b11010100;
            memory[4] <= 8'b10001000;
            memory[5] <= 8'b11001101;
            memory[6] <= 8'b10111100;
            memory[7] <= 8'b01100110;
            memory[8] <= 8'b10010111;
            memory[9] <= 8'b10100010;
            memory[10] <= 8'b11110010;
            memory[11] <= 8'b11100010;
            memory[12] <= 8'b01110010;
            memory[13] <= 8'b00000001;
            memory[14] <= 8'b00100010;
            memory[15] <= 8'b00011110;
        end
    end
    assign instruction = memory[address];
endmodule
module next_pc (
    input wire jmx, bmx, zero_flag,
    input wire[7:0] cur_pc, imm, b,
    output wire[7:0] n_pc
);
    assign n_pc = (bmx & zero_flag) ? b :
                jmx ? cur_pc + imm:
                cur_pc + 8'd1;
endmodule
module program_counter (
    input wire[7:0] n_pc, 
    input wire clk, reset,
    output reg[7:0] cur_pc
);
always @(posedge clk) begin
    if (reset)
        cur_pc <= 0;
    else
        cur_pc <= n_pc;
end
endmodule
module redux #(
    parameter ALG = 1
)(
    input wire clk, reset,
    output wire[7:0] out
);
    wire[7:0] cur_pc, n_pc, imm_extended, a, b, instruction, write_data, ula_out, data_out, b_ula, imm_unsigned;
    wire[3:0] sel_ula, imm, opcode;
    wire[1:0] r_a, r_b;
    wire b_mx, j_mx, r_mx, se_mx, d_mx, we, re, u_imm, zero_flag;
    assign opcode = instruction[7:4];
    assign imm = instruction[3:0];
    assign r_a = r_mx ? 2'b00 : instruction[3:2];
    assign r_b = instruction[1:0];
    assign imm_extended = { {4{imm[3]}} , imm};
    assign imm_unsigned = imm;
    assign write_data = d_mx ? ula_out : data_out;
    assign b_ula = se_mx ? (u_imm ? imm_unsigned : imm_extended) : b;
    assign zero_flag = (a == 8'b00000000) ? 1 : 0;
    assign out = ula_out;
    next_pc NPC(
        .jmx(j_mx), .bmx(b_mx), .zero_flag(zero_flag),
        .cur_pc(cur_pc), .imm(imm_extended), .b(b),
        .n_pc(n_pc)
    );
    program_counter PC(
        .n_pc(n_pc), 
        .clk(clk),
        .reset(reset),
        .cur_pc(cur_pc)
    );
    instruction_memory #(.ALG(ALG)) MEI(
        .address(cur_pc), 
        .instruction(instruction)
    );
    control_memory MEC(
        .opcode(opcode), 
        .sel_ula(sel_ula), 
        .b_mx(b_mx), .j_mx(j_mx), .r_mx(r_mx), .se_mx(se_mx), .d_mx(d_mx), .we(we), .re(re), .u_imm(u_imm)
    );
    reg_bank BRE(
        .clk(clk), .reset(reset), .write_enable(re),
        .r_a(r_a), .r_b(r_b), .write_addr(r_a),
        .write_data(write_data),
        .a(a), .b(b)
    );
    ula ULA(
        .a(a), .b(b_ula), 
        .select(sel_ula),
        .s(ula_out)
    );
    data_memory MED(
        .clk(clk), .reset(reset), .write_enable(we), 
        .address(b), .data_in(a), 
        .data_out(data_out)
    );
endmodule
module reg_bank (
    input wire clk, reset, write_enable, 
    input wire[1:0] r_a, r_b, write_addr,
    input wire[7:0] write_data,
    output wire[7:0] a, b
);
reg[7:0] regs[0:4];
always @(posedge clk) begin
    if (reset)
    begin
        regs[0] <= 8'b00000000;
        regs[1] <= 8'b00000000;
        regs[2] <= 8'b00000000;
        regs[3] <= 8'b00000000;
    end    
    else if (write_enable) begin
        regs[write_addr] <= write_data;
    end
end
assign a = regs[r_a];
assign b = regs[r_b];
endmodule
module ula 
(
    input wire[7:0] a, b,
    input wire[3:0] select,
    output wire[7:0] s
);
    assign s = (select == 4'b0000) ? ~b : 
    (select == 4'b0001) ? (a & b) :   
    (select == 4'b0010) ? (a | b) :   
    (select == 4'b0011) ? (a ^ b) :   
    (select == 4'b0100) ? (a + b) :   
    (select == 4'b0101) ? (a - b) :   
    (select == 4'b0110) ? (a << b) :   
    (select == 4'b0111) ? (a >> b) :   
    (select == 4'b1000) ? (a * b) :   
    (select == 4'b1001) ? ((a << (b % 8'd8)) | (a >> (8'd8 - (b % 8'd8)))) :   
    8'b0;
endmodule
### design/flow/run.sh
#!/bin/bash
# OpenROAD 26Q1-2900-gdf79404cd8, Yosys 0.63+post, stock flow scripts
make -C /OpenROAD-flow-scripts/flow DESIGN_CONFIG=/design/flow/config.mk WORK_HOME=/design/flow/orfs finish
==> results.txt <==
run metrics: status=complete, no violations, I/O pin count=10, Post-synth ARST share=0%, worst-path cell chain=nor2b_1 -> a2bb2oi_1 -> o21ai_4 -> buf_4 -> buf_4 -> nor2_1 -> ha_1 -> ha_1 -> fa_1 -> inv_1 -> fa_1 -> inv_1 -> ha_1 -> a21oi_1 -> xnor2_1 -> xnor2_1 -> xnor2_1 -> a221o_1 -> nand2_1 -> o21ai_0 -> clkdlybuf4s50_1, 1st-iter DRT viols=5274, CP max FO=49, die area=195000 um^2, ys flops=2103, Avg Cell Area, Syn=11.89 um^2, Layout area overhead=9.629%, die height=441.6 um, largest net degree at the start of global routing=112, Tool Warnings=49, Fmax=46.52 MHz, DR vias/cell=6.225, Switching Share=33.73%, Clock power frac=32.4%, final setup vio count=0, PwrDens=32.18 nW/um^2, Clock transition at path regs=0.06 ns, crit-path max cell delay=0.87 ns, sequential power share=41.9%, Hold Vio Cnt, Final=0, Cell Type Count=89, Critical Path Slowest Stage Cell=dfxtp_1, Worst VDD drop=0.00003010 V, CTS tree=built, total chip power=3.408 mW, Tightest Pin Transition=1.228 ns, arrival time worst endpoint=7.46 ns, synth cell count leaders=nor2_1, edfxtp_1, nand2_1, vias in the first global route=67.46k, Int Pwr=2.259 mW, CP required=56.16 ns, critical path startpoint=instruction[3], number of enable flip-flop cells=2080, yosys warns=5, core area=191000 um^2, unrepaired setup endpoints after global routing=false, Bufs on Longest Clock Path=3, max-slew violations=0, Top cell area share=64.65%, ratio of cells with drive above 1 in the final layout=10.61%, Worst slew margin=17.87%, CP top delay family=adder cells, clock latency (worst-skew pair)=0.87 ns, Buf/Inv on CP=5, register pins left without a clock=9, yosys stat chip area=96610 um^2, # port buffers=9, largest cells by area after synthesis=edfxtp_1, nor2_1, mux4_2, yosys stat cell total=8128, Synth area leader=edfxtp_1, core utilization of the finished layout=55.45%, reg2reg start=instruction[0], initial antenna violation count=24, Sw Pwr=1.149 mW, DRT antenna net count=0, Post-CTS Setup Bufs=0, total CTS buffers=215, Leak=38.29 nW, clock skew=0.05046 ns, hold_buf cts=0, HP Start=PC.cur_pc[0], Final GP Congestion=0.9690, endpoints left unconstrained=9, gr usage total=37.67%, worst hold-check path type=flop to flop, Remaining DRCs=0, crit path time final=21.50 ns, CP Launch Type=flop, count leader, synth=nor2_1, Congestion Overflow GR=0, fp util=50.58%, hpwl dp=210.3 mm, post-cts resize count=0, first-pass GRT wire length=472.0 mm, H-tree depth=4, max-cap violation count=0, WL final=327.2 mm, First-pass DRT Iterations=8, synthesized instance count=8128, setup TNS=0 ns, Setup CP Type=flop to output port, drt wl/cell=30.71 um, CP endpoint kind=output port, synthesized area=96610 um^2, combinational fraction of design power=25.7%, post-layout period usage=30.62%, Placement Rows=160, Die Wd=441.6 um, via count=66.32k, clk root buf=clkbuf_16, Main synth FF type=edfxtp_1
## worst register-to-register path: cells and delay by family, from the launching register on
kind	cells	cell delay, ns
AND-OR/OR-AND	2	1.16
buffers and inverters	5	3.06
flip-flops	1	0.30
multiplexers	2	1.43
AND/OR/NAND/NOR	4	1.19
## logic make-up after synthesis
| group | synth area share, % |
|---|---|
| flip-flops | 64.94 |
| adder cells (fa/ha/maj) | 0.9248 |
| buffers and inverters | 3.080 |
| multiplexers | 8.597 |
| latches | 0.1399 |
| XOR/XNOR | 0.3044 |
| AND-OR/OR-AND | 5.182 |
| AND/OR/NAND/NOR | 16.83 |
## layer usage
metal,track usage (%),routed length [um]
met5,2.542,636
met1,49.92,108300
met3,26.49,57250
met2,50.76,143600
met4,15.06,17350
## power by group through the flow
stage / Clock, mW / Combinational (mW) / Sequential, mW
after global routing: 1.16 / 0.916 / 1.43
after CTS: 1.12 / 0.858 / 1.43
final: 1.10 / 0.876 / 1.43
## state kept, by name (all words and copies together) (netlist names)
register         flops
instruction          4
PC.cur_pc            6
MEC.u_imm            1
MEC.j_mx             1
MEC.r_mx             1
MEC.se_mx            1
MED.memory        2048
MEI.instruction      4
MEC.d_mx             1
MEC.sel_ula          4
BRE.regs            32
## path summary, 6_finish.rpt
| check | end | slack, ns | cells past startpoint |
|---|---|---|---|
| max | out[7] | 48.70 | 21 |
| min | MEI.instruction[5] | 0.79 | 4 |
| max reg2reg | BRE.regs[3][3] | 62.78 | 13 |
| min reg2reg | MEI.instruction[5] | 0.79 | 4 |
## cells in the final DEF, fill, tap and decap left out, types with 15 or more instances in the layout
master     synthesis  routed
a211oi_1          59      59
a21oi_1          126     126
a22oi_1           65      65
a311oi_1          41      41
a31oi_1           77      77
a32oi_1           82      82
and2_1            26      26
and3_1            41      41
buf_4             42     205
clkbuf_1         399      53
clkbuf_16          0     218
clkinv_1           6      60
clkinv_2           0      33
diode_2            0      15
edfxtp_1        2080    2080
ha_1              49      49
inv_1             63      61
mux2_2            21      20
mux2i_1          211     209
mux4_2           261     259
nand2_1         1285    1285
nand3_1          220     220
nand4_1           63      63
nor2_1          2221    2186
nor2_2             1      25
nor2b_1           52      52
nor3_1            58      52
o211ai_1          31      31
o21ai_0           58      57
xnor2_1           30      30
## layout make-up
class                   count  area (um^2)
fillers                 15430        85080
flip-flops and latches   2103        62880
multi-input cells        5334        31030
clock buffers             271         5654
well taps                2511         3142
repair buffers            222         1789
clock inverters           127         1076
inverters                  71        304.0
diodes                     15        37.54
## through the flow
| step | area (um^2) | setup slack (ns) | std cells | hold slack, ns |
|---|---|---|---|---|
| after floorplan | 96610 | 51.09 | 8128 | 0.7044 |
| after global routing | 105900 | 48.36 | 10640 | 0.8878 |
| after detailed placement | 99140 | 49.59 | 10240 | 0.8029 |
| after CTS | 105900 | 48.67 | 10640 | 0.8035 |
| final | 105900 | 48.70 | 10650 | 0.7928 |
| after global placement | 99140 | 49.62 | 10240 | 0.7979 |
Power figures rest on the tool's default switching activity, not on a simulated workload.
